**design/flow/design.v**
```verilog
module fx_mul_q15 (
    input  wire signed [15:0] a_q15,
    input  wire signed [15:0] b_q15,
    output wire signed [15:0] y_q15
);
    wire signed [31:0] prod_q30;
    assign prod_q30 = a_q15 * b_q15;
    assign y_q15 = prod_q30[30:15];
endmodule
```
**design/flow/run.sh**
```bash
#!/bin/bash
# OpenROAD 26Q1-2900-gdf79404cd8, Yosys 0.63+post, stock flow scripts
make -C /OpenROAD-flow-scripts/flow DESIGN_CONFIG=/design/flow/config.mk WORK_HOME=/design/flow/orfs finish
```
**design/flow/config.mk**
```make
export PLATFORM = sky130hd
export DESIGN_NAME = fx_mul_q15
export DESIGN_NICKNAME = fx_mul_q15
export VERILOG_FILES = /design/flow/design.v
export SDC_FILE = /design/flow/constraint.sdc
export NUM_CORES = 4
export LEC_CHECK = 1
export CORE_UTILIZATION = 40
```
**design/flow/constraint.sdc**
```tcl
current_design fx_mul_q15

set clk_period 11.1
set clk_io_pct 0.2

create_clock -name clk0 -period $clk_period

set non_clock_inputs [all_inputs -no_clocks]
set_input_delay [expr $clk_period * $clk_io_pct] -clock clk0 $non_clock_inputs
set_output_delay [expr $clk_period * $clk_io_pct] -clock clk0 [all_outputs]
```
==> notes.org <==
* Flow results

** Run status
- The run finished with clean final reports.

** Routing
- Via density per instance :: 4.722
- Initial DRC count :: 258
- # diodes :: 0
- For this block, the via count after detailed routing is 6,752.
- The routed design shows a wire length per standard cell of 15.00 um.
- Wirelength, routed :: 21.44 mm
- In this run the remaining antenna-violating nets after routing total 0.
- First drt pass iteration count :: 5
- The script parses the final routing iteration and logs DRC violations as 0.

** Global routing
- Gr ovfl total :: 0
- Overall global routing resource usage :: 20.54%
- Via count of the first global-routing pass :: 7,118
- The first global-routing pass estimated 36.23 mm of wire.
- The number of antenna violations at the first check in global routing is 0.
- Entering global routing, the biggest net connects 17 pins.

** Job
- OpenROAD emitted warnings numbering 32.
- Number of max-capacitance violations reported :: 0

** Timing
- Final worst path period share :: 97.41%
- Based on the critical path, the design can be clocked at up to 92.48 MHz.
- Setup total negative slack on the finished layout was measured at 0 ns.
- Hold-check failures listed in the final report amount to 0.
- The smallest clock period supported by the final layout is computed as 10.81 ns.
- Final hold analysis gives a worst-case slack of 5.891 ns.
- Unrepaired setup endpoints after global routing :: no
- Final Max Tran Viols :: 0
- Across all checked pins, the minimum headroom to the slew limit is 54.40%.
- For this run, the final setup violation count is recorded as 0.
- For the pin with the worst max-slew slack, the measured transition is 0.6829 ns.
- After layout, the worst setup slack is 0.2873 ns.

** Floorplan
- The initialized floorplan defines 55 standard-cell rows.
- According to the I/O placement log, the pin count is 48.
- Core box area :: 22,920 um^2
- The floorplan step records an initial core utilization of 41.37%.
- The floorplan step defined a die boundary enclosing 24,320 um^2.
- The floorplan step set the die width to 155.9 um.
- Die span in y :: 155.9 um

** Finish
- FFs & Latches :: 0
- Of the cells placed in the final design, the portion with a size suffix greater than 1 is 5.640%.
- Per the run report, area growth between synthesis and finish was 12.45%.
- Register Area :: 0 um^2
- Final std cell area, no fill :: 10,660 um^2
- Utilization after layout :: 46.51%
- Layout clock buffers :: 0
- The layout report lists the multi-input gate area as 8240 um^2.
- The count of cells in the finished layout, fillers not included, comes to 1,430.
- Counting the fill cells in the layout gives 2,232.

** Hold path
- Hold WC Path Type :: in2out
- Sink of the worst hold path :: y_q15[15]
- Counting instances, the worst hold path has a depth of 8.
- The startpoint identified for the worst hold timing path is a_q15[15].

** Placed design
- During placement, the flow inserted port buffers numbering 48.
- Per the post-place timing report, worst setup slack is 0.09431 ns.
- Dpl cells :: 1,430
- In the placement report, post-DP HPWL is listed as 18.88 mm.
- Per the gpl log, the routability congestion estimate is 0.8930.
- Post-place instance area :: 10,630 um^2

** Yosys
- Number of instances in the synthesized netlist :: 1,052
- # Cells Yosys :: 1,052
- In the Yosys stats the netlist draws on 40 distinct library cells.
- The stat command in Yosys gives a chip area of 9479 um^2.
- For reference, the post-synthesis area per instance comes to 9.011 um^2.
- Warnings reported by Yosys during synthesis add up to 0.
- The mapped netlist covers 9479 um^2.
- Seq share, synth :: 0%

** Worst setup path
- The worst setup path is captured at a primary output.
- Crit Path Max Fanout :: 9
- Startpoint kind of the worst setup timing path :: input pin
- The critical path endpoint has a required time of 8.88 ns.
- Arrival time of data at the critical path endpoint :: 8.59 ns
- The worst setup path is of the in2out kind.

** Clocking
- Quantity of gates resized following cts :: 0
- The report puts the hold buffer count at CTS at 0.
- Looking at the post-CTS report, the setup buffer insertion count equals 0.
metal layers:
metal  global-route usage, %  share of wire (%)  wire, um  up-vias
met5                       0                  0         0        -
met4                   3.641                2.1       452        0
met3                   4.045                4.7      1011       20
met2                   34.27                 53     11290      139
met1                   29.46                 41      8692     3444
li1                        -                  -         -     3149
worst max-delay path by stage:
stage	start	endpoint	depth (start not counted)	slack, ns
finish	a_q15[7]	y_q15[13]	21	0.29
global route	a_q15[7]	y_q15[15]	23	0.007
CTS	a_q15[13]	y_q15[15]	21	0.07
placed cells by master (no fill, tap or decap), drive strengths merged, types with 7 or more instances in the layout:
cell,instances
nand2b,7
a21o,13
nor2,19
clkdlybuf4s50,40
nand2,132
xor2,7
dlymetal6s2s,8
o21ai,9
inv,297
a21oi,24
buf,51
and2,116
ha,77
xnor2,20
fa,255
kinds of logic (layout without fill, tap and decap cells):
group | after synthesis | count (layout) | synth area share, %
adder cells (fa/ha/maj) | 332 | 332 | 64.02
AND/OR/NAND/NOR | 297 | 297 | 15.62
buffers and inverters | 331 | 396 | 13.11
XOR/XNOR | 27 | 27 | 2.495
multiplexers | 1 | 1 | 0.1056
AND-OR/OR-AND | 64 | 64 | 4.659
synth_stat cells (7+ instances only):
cell | n | area [um^2]
sky130_fd_sc_hd__nor2_1 | 18 | 67.56
sky130_fd_sc_hd__xor2_1 | 7 | 61.31
sky130_fd_sc_hd__clkbuf_1 | 34 | 127.6
sky130_fd_sc_hd__and2_1 | 116 | 725.7
sky130_fd_sc_hd__nand2b_1 | 7 | 43.79
sky130_fd_sc_hd__fa_1 | 255 | 5105
sky130_fd_sc_hd__xnor2_1 | 20 | 175.2
sky130_fd_sc_hd__a21o_1 | 13 | 97.59
sky130_fd_sc_hd__inv_1 | 297 | 1115
sky130_fd_sc_hd__a21oi_1 | 20 | 100.1
sky130_fd_sc_hd__nand2_1 | 131 | 491.7
sky130_fd_sc_hd__ha_1 | 77 | 963.4
sky130_fd_sc_hd__o21ai_0 | 7 | 35.03
area by class of cell:
| cell class | count | share of cell area (%) |
|---|---|---|
| timing repair buffer | 99 | 8.557 |
| tap | 313 | 3.674 |
| multi-input combinational | 721 | 77.31 |
| inverter | 297 | 10.46 |
critical path: stages:
cell and delay (ns):
sky130_fd_sc_hd__clkdlybuf4s50_1 0.76, sky130_fd_sc_hd__buf_4 0.22, sky130_fd_sc_hd__nand2_1 0.07, sky130_fd_sc_hd__fa_1 0.52, sky130_fd_sc_hd__inv_1 0.05, sky130_fd_sc_hd__fa_1 0.48
sky130_fd_sc_hd__fa_1 0.56, sky130_fd_sc_hd__fa_1 0.45, sky130_fd_sc_hd__fa_1 0.49, sky130_fd_sc_hd__inv_1 0.04, sky130_fd_sc_hd__fa_1 0.47, sky130_fd_sc_hd__inv_1 0.04
sky130_fd_sc_hd__ha_1 0.34, sky130_fd_sc_hd__a21o_1 0.19, sky130_fd_sc_hd__a21oi_1 0.30, sky130_fd_sc_hd__o211ai_1 0.14, sky130_fd_sc_hd__nor2_2 0.16, sky130_fd_sc_hd__nand2_2 0.13
sky130_fd_sc_hd__a2111oi_2 0.34, sky130_fd_sc_hd__nand4b_1 0.15, sky130_fd_sc_hd__clkdlybuf4s50_1 0.46
