[./run.sh]
#!/bin/bash
# OpenROAD 26Q1-2900-gdf79404cd8, Yosys 0.63+post, stock flow scripts
make -C /OpenROAD-flow-scripts/flow DESIGN_CONFIG=/design/flow/config.mk WORK_HOME=/design/flow/orfs finish
[./config.mk]
export PLATFORM = sky130hd
export DESIGN_NAME = streamer
export DESIGN_NICKNAME = streamer
export VERILOG_FILES = /design/flow/design.v
export SDC_FILE = /design/flow/constraint.sdc
export NUM_CORES = 4
export LEC_CHECK = 1
export CORE_AREA = 10 10 85 85
export DIE_AREA = 0 0 95 95
[./constraint.sdc]
current_design streamer

set clk_period 1.9
set clk_io_pct 0.2

create_clock -name clk0 -period $clk_period [get_ports {clk}]

set non_clock_inputs [all_inputs -no_clocks]
set_input_delay [expr $clk_period * $clk_io_pct] -clock clk0 $non_clock_inputs
set_output_delay [expr $clk_period * $clk_io_pct] -clock clk0 [all_outputs]
[./design.v]
module streamer (
    input  wire clk,
    input  wire rst,
    input  wire tx_busy,
    output reg  tx_start,
    output reg  [7:0] tx_data
);
    reg [7:0] count;
    reg [2:0] state;
    localparam S_SOF  = 0;
    localparam S_DATA = 1;
    localparam S_EOF  = 2;
    localparam S_DONE = 3;
    always @(posedge clk) begin
        if (rst) begin
            state    <= S_SOF;
            count    <= 0;
            tx_start <= 0;
            tx_data  <= 0;
        end else begin
            tx_start <= 0;
            if (!tx_busy) begin
                case (state)
                    S_SOF: begin
                        tx_data  <= 8'h55;
                        tx_start <= 1;
                        state    <= S_DATA;
                    end
                    S_DATA: begin
                        tx_data  <= count;
                        tx_start <= 1;
                        count    <= count + 1;
                        if (count == 8'hFF)
                            state <= S_EOF;
                    end
                    S_EOF: begin
                        tx_data  <= 8'hAA;
                        tx_start <= 1;
                        state    <= S_DONE;
                    end
                endcase
            end
        end
    end
endmodule
==> results_dict.tcl <==
# metrics dict for downstream scripts
set metrics [dict create \
    powerDensity_nw_per_um2 764 \
    startpoint "tx_busy" \
    ant_nets 0 \
    clk_pin_slew_worst_paths_ns 0.07 \
    fp-row-count 27 \
    reg2reg_depth 3 \
    hold_violations 0 \
    crit_buf_inv 1 \
    antenna_found_initial 0 \
    fin_skew_ns 0.00492 \
    finalNonFillerCells 177 \
    rsz0062_at_grt "no" \
    slowest_delay_ns 0.45 \
    die_w_um 95 \
    grt_pass1_wl_um 2790 \
    ys_sh_simple_pct 18.6 \
    regToRegEndpoint "count[7]" \
    clock_latency_ns 0.26 \
    fp-utilization_pct 15.3 \
    utilization_pct 20.0 \
    layout-drive-gt1-share_pct 13.3 \
    topCellsByArea "dfxtp_1 (48%), a21oi_1 (8.4%), o21ai_0 (7.8%), o21a_1 (2.7%), nor2_1 (2.2%)" \
    p_leak_nw 0.364 \
    final_cell_area_um2 1090 \
    cts_sinks 20 \
    syn_inst 91 \
    regArea_um2 400 \
    cts_buffers 3 \
    hp-class "flip-flop to flip-flop" \
    yosys_warnings 1 \
    period_used_pct 78.7 \
    ys_area_um2 836 \
    gr-total-overflow 0 \
    diodes 0 \
    routedWlPerCell_um 10.1 \
    worst-path-max-fanout 6 \
    cts_tree "built" \
    run_status "finished, final reports clean" \
    io_pins 12 \
    timing.hold.ws_ns 0.469 \
    slowest_stage "or4_1" \
    pre_cts_ws_ns 0.136 \
    worst_slew_pin_slew_ns 0.388 \
    flop_cell "dfxtp_1" \
    setup_viol 0 \
    critPathKind "primary input to flip-flop" \
    finalCriticalPeriod_ns 1.49 \
    adder_share_pct 1.50 \
    vias 691 \
    largest_area_cell "dfxtp_1" \
    fin_total_pwr_uw 835 \
    dr.first_iter.drc_count 51 \
    finalSetupTns_ns 0 \
    peakVddDrop_mv 0.331 \
    cts_resized 0 \
    cp.arrival_ns 1.69 \
    syn_avg_cell_area_um2 9.18 \
    grt_pass1_vias 609 \
    cts-root-buf "clkbuf_8" \
    synth-seq-cells 20 \
    path_depth 4 \
    grt_max_degree 21 \
    postCtsHoldBufs 0 \
    final_cell_mix "dfxtp_1 (20), a21oi_1 (14), o21ai_0 (13), clkdlybuf4s50_1 (11), nor2_1 (5)" \
    gp_congestion 0.781 \
    port_buffers 11 \
    timing.rr.start "state[2]" \
    core_um2 5470 \
    netlist_area_um2 836 \
    crit_chain "clkdlybuf4s50_1 > nand4b_1 > or4_1 > a21oi_1" \
    drcViolationCount 0 \
    routed_wl_um 1800 \
    timing.reg2reg.setup_slack_ns 0.42 \
    crit_family "simple AND/OR/NAND/NOR gates" \
    synth-xor-area-share_pct 2.10 \
    ys_types 31 \
    top_logic_kind "AND-OR/OR-AND gates" \
    lay_top_count "dfxtp_1" \
    track_usage_pct 3.76 \
    post-place-cells 173 \
    cts_buffer_depth 2 \
    avgViaCountPerCell 3.90 \
    top_area_share_pct 47.9 \
    async_flop_share_pct 0 \
    tool_warnings 25 \
    endpoint "count[7]" \
    synthMuxAreaShare_pct 1.20 \
    compound_area_share_pct 25.4 \
    ys_cells 91 \
    start_kind "primary input" \
    drv_slew 0 \
    area_growth_pct 30.8 \
    drv_cap 0 \
    cp.required_ns 2.09 \
    setup_ws_ns 0.405 \
    hpwlAfterDp_um 1270 \
    dieHeight_um 95 \
    dieArea_um2 9030 \
    max-slew-margin-rel_pct 73.9 \
    final-comb-area_um2 408 \
    end_kind "flip-flop" \
    fillers 605 \
    ys_seq_share_pct 47.9 \
    max_freq_mhz 669 \
    firstDrtPassIters 4 \
    placedInstanceArea_um2 1040 \
    postCtsSetupBuffers 0 \
    edf_count 0 \
    h-tree-depth 1 \
]
==> report_power, final <==
group | internal [mW] | switching (mW) | total, mW
Combinational | 0.0396 | 0.0279 | 0.0674
Clock | 0.184 | 0.139 | 0.323
Sequential | 0.433 | 0.0121 | 0.445
Total | 0.657 | 0.179 | 0.835
==> kinds of logic after synthesis <==
family | after synthesis
AOI/OAI and AO/OA | 36
and+or+nand+nor | 25
DFF | 20
buffers and inverters | 6
xor gates and xnor gates | 2
muxes | 1
adders and majority gates | 1
==> metal layers <==
metal  routed length [um]  up-vias  GRT usage (%)
met5                    0        -              0
met4                    0        0              0
met3                  157        0           2.08
met2                  697       10           5.43
met1                  941      318           5.15
li1                     -      363              -
==> flip-flops by register name (all words and copies together) (netlist names) <==
| name | flops |
|---|---|
| state | 3 |
| count | 8 |
| tx_data | 8 |
| tx_start | 1 |
==> synthesized netlist by cell type, types with 2 or more instances <==
master and count:
o21ai_0 13, a21oi_1 14, clkbuf_1 2, dfxtp_1 20, or3_1 2, nor2_1 5
or3_2 2, xnor2_1 2, nand2_1 4, nor3_1 2, inv_1 2, o21a_1 3
nor2b_1 2
==> worst register-to-register path: cells and delay by family, from the launching register on <==
| kind | cells | cell delay [ns] |
|---|---|---|
| compound gates | 1 | 0.15 |
| flops | 1 | 0.56 |
| simple gates | 2 | 0.71 |
==> worst min path at each step <==
stage,to,cells past startpoint,from,slack [ns]
6_report,tx_data[4],1,tx_data[4],0.47
5_1_grt,tx_data[2],1,tx_data[2],0.48
4_1_cts,tx_data[2],1,tx_data[2],0.47
==> cell type report <==
type / count / share of cell area [%]
Clock buffer: 4 / 5.03
Inverter: 2 / 0.686
Multi-Input combinational cell: 65 / 37.3
Sequential cell: 20 / 36.6
Tap cell: 72 / 8.24
Timing Repair Buffer: 14 / 12.1
